## ./run.sh

```bash
#!/bin/bash
# OpenROAD 26Q1-2900-gdf79404cd8, Yosys 0.63+post, stock flow scripts
make -C /OpenROAD-flow-scripts/flow DESIGN_CONFIG=/design/flow/config.mk WORK_HOME=/design/flow/orfs finish
```

## ./config.mk

```make
export PLATFORM = sky130hd
export DESIGN_NAME = Hierarchy_adder_32bits
export DESIGN_NICKNAME = Hierarchy_adder_32bits
export VERILOG_FILES = /design/flow/design.v
export SDC_FILE = /design/flow/constraint.sdc
export NUM_CORES = 4
export LEC_CHECK = 1
export CORE_AREA = 10 10 91 91
export DIE_AREA = 0 0 101 101
```

## ./constraint.sdc

```tcl
current_design Hierarchy_adder_32bits

set clk_period 39.8
set clk_io_pct 0.2

create_clock -name clk0 -period $clk_period

set non_clock_inputs [all_inputs -no_clocks]
set_input_delay [expr $clk_period * $clk_io_pct] -clock clk0 $non_clock_inputs
set_output_delay [expr $clk_period * $clk_io_pct] -clock clk0 [all_outputs]
```

## ./design.v

```verilog
module half_adder(
    input first_bit, second_bit,
    output sum, carry
);
    assign sum  =  first_bit ^ second_bit;
    assign carry = first_bit & second_bit;
endmodule
module full_adder(
    input first_bit_FA, second_bit_FA, input_carry,
    output sum_FA, output_carry
);
    wire first_stage_sum, first_stage_carry, second_stage_carry;
    half_adder HA1(
        first_bit_FA,
        second_bit_FA,
        first_stage_sum,
        first_stage_carry
    );
    half_adder HA2(
        .first_bit(input_carry),
        .second_bit(first_stage_sum),
        .sum(sum_FA),
        .carry(second_stage_carry)
    );
    assign output_carry = first_stage_carry | second_stage_carry;
endmodule
module Hierarchy_adder_32bits #(parameter N = 32)(
    input[N-1:0] number1, number2,
    output[N-1:0] result,
    output c_flag
);
    wire[N-1:0] carry;
    assign c_flag = carry[N-1];
    generate
        genvar i;
        for(i=0; i<N; i=i+1)
        begin
            if(i==0)
                half_adder HA(
                    .first_bit(number1[0]),
                    .second_bit(number2[0]),
                    .sum(result[0]),
                    .carry(carry[0])
                );
            else
                full_adder FA(
                    .first_bit_FA(number1[i]),
                    .second_bit_FA(number2[i]),
                    .input_carry(carry[i-1]),
                    .sum_FA(result[i]),
                    .output_carry(carry[i])
                );
        end
    endgenerate
endmodule
```

==> impl_metrics.json <==
{
  "critPathKind": "input port to primary output",
  "tns_ns": 0,
  "setup_viol": 0,
  "slew_viol_final": 0,
  "xor_area_share_pct": 0,
  "fillCellCount": 647,
  "pwr-share-clk_pct": 0,
  "cp_max_fo": 1,
  "place_congestion": 0.763,
  "powerDensity_nw_per_um2": 15.0,
  "grt_pass1_vias": 888,
  "ys_sh_simple_pct": 0,
  "detail-route-antenna-nets": 0,
  "met3_length_um": 976,
  "io_buffers": 97,
  "vdd_ir_drop_max_mv": 0.00586,
  "worst_pin_slew_ns": 0.104,
  "die_h_um": 101,
  "dr_total_vias": 711,
  "drt_first_pass_iters": 1,
  "yosysUniqueCellTypes": 4,
  "antenna_found_initial": 0,
  "timing.hold.ws_ns": 16.95,
  "hold_buffers": 0,
  "viasPerCell": 3.32,
  "crit_path_top_delay_cell": "clkdlybuf4s50_1",
  "die_w_um": 101,
  "grt_use_total_pct": 5.52,
  "drc": 0,
  "period_minus_slack_ns": 29.07,
  "grt_pass1_wl_mm": 4.51,
  "core-area_um2": 6350,
  "grt_max_degree": 2,
  "design.seq.count": 0,
  "critPathCaptureType": "primary output",
  "wl_met2_um": 958,
  "relSlewSlack_pct": 93.0,
  "leakagePower_uw": 0.000658,
  "placementRows": 29,
  "syn_inst": 72,
  "cp.arrival_ns": 21.11,
  "ys_top_logic_family": "adder cells",
  "nClkBuffers": 0,
  "fp_util_pct": 14.2,
  "post_drt_wl_per_cell_um": 13.8,
  "aoi_share_pct": 0,
  "highest_layer": "met3",
  "warning_count": 32,
  "cp_common_cell": "fa_1",
  "m1WireLength_mm": 1.01,
  "timing.fmax_mhz": 34.4,
  "share_comb_of_total_power_pct": 100.0,
  "drive_above_1_share_pct": 0,
  "post_cts_buffers": 0,
  "flop_area_um2": 0,
  "wl_mm": 2.95,
  "ys_seq_share_pct": 0,
  "hold_path.class": "input port to primary output",
  "seq_power_share_pct": 0,
  "insertedDiodeCount": 0,
  "intPower_uw": 19.5,
  "ys_cells": 72,
  "post-route-period-util_pct": 73.0,
  "cp.required_ns": 31.84,
  "ys_area_um2": 903,
  "die-area_um2": 10200,
  "mux_share_pct": 0,
  "postCtsResizedCells": 0,
  "max_cap_violations": 0,
  "worstSetupStartpointType": "input port",
  "ios": 97,
  "drt_iter0_markers": 0,
  "status": "finished clean",
  "mappedNetlistArea_um2": 903,
  "syn_avg_cell_area_um2": 12.5,
  "overflow": 0,
  "rsz0062_at_grt": "false",
  "p_switching_uw": 6.55,
  "synthToLayoutAreaGrowth_pct": 91.6,
  "yosys_warnings": 0,
  "netSwitchingFraction_pct": 25.2,
  "place_hpwl_mm": 2.93,
  "final-hold-violation-count": 0,
  "critPathMaxStageDelay_ns": 0.46,
  "adder_share_pct": 70.1
}
==> worst max-delay path: cells and delay by family <==
family	cells	cell delay [ns]
adder cells (fa/ha/maj)	32	12.15
buffers and inverters	4	1.01
==> kinds of logic after synthesis <==
logic type,count (synthesis)
adder cells (fa/ha/maj),32
buffers and inverters,40
==> path summary, 6_finish.rpt <==
kind | endpoint | from | cells after the start
worst min-delay path | result[0] | number2[0] | 3
worst max-delay path | result[31] | number1[0] | 36
==> cells in the final DEF (no fill, tap or decap) <==
cell             count
clkdlybuf4s50_1     97
fa_1                31
ha_1                 1
inv_1                8
==> power groups by stage <==
stage                 Combinational (µW)  Clock, µW  Sequential [µW]
after CTS                           27.1          0                0
after global routing                29.8          0                0
final                               26.0          0                0
==> area by class of cell <==
| class | instances | area [µm²] | area share [%] |
|---|---|---|---|
| tap | 77 | 96.3 | 5.57 |
| timing repair buffer | 97 | 971 | 56.1 |
| multi-input combinational | 32 | 633 | 36.6 |
| inverter | 8 | 30.0 | 1.74 |
==> synth_stat cells <==
master  instances  area share, %
ha_1            1            1.4
fa_1           31             69
inv_1           8            3.3
buf_4          32             27
==> through the flow <==
stage	instances	setup slack, ns	power (µW)	util [%]	area [µm²]
after floorplan	72	11.95	12.9	-	903
after global placement	214	10.64	26.9	27.3	1730
after detailed placement	214	10.60	26.9	27.3	1730
after CTS	214	10.61	27.1	27.3	1730
after global routing	214	10.22	29.8	27.3	1730
final	214	10.73	26.0	27.3	1730
==> metal layers <==
layer | track usage (%) | vias to the layer above
met1 | 5.99 | 315
met2 | 7.47 | 89
met3 | 6.31 | 0
met4 | 0 | 0
li1 | - | 307
met5 | 0 | -
No activity file was given, so power comes from the tool's default toggle rates.
